==> config.mk <==
export PLATFORM = sky130hd
export DESIGN_NAME = rams_sp_wf
export DESIGN_NICKNAME = rams_sp_wf
export VERILOG_FILES = /design/flow/design.v
export SDC_FILE = /design/flow/constraint.sdc
export NUM_CORES = 4
export LEC_CHECK = 1
export CORE_UTILIZATION = 40
==> constraint.sdc <==
current_design rams_sp_wf

set clk_period 11.3
set clk_io_pct 0.2

create_clock -name clk0 -period $clk_period [get_ports {clka}]

set non_clock_inputs [all_inputs -no_clocks]
set_input_delay [expr $clk_period * $clk_io_pct] -clock clk0 $non_clock_inputs
set_output_delay [expr $clk_period * $clk_io_pct] -clock clk0 [all_outputs]
==> design.v <==
module rams_sp_wf #(
    parameter depth = 16,
    parameter data_width = 32,
    parameter addr_width = 32,  
    parameter file_name = "rams_20c.data"
)(
    input wire clka,
    input wire wea,
    input wire [addr_width-1:0] addra,
    input wire [data_width-1:0] dina,
    output reg [data_width-1:0] douta
);
    reg [data_width-1:0] RAM [depth-1:0];
    always @(posedge clka) begin  
        if (wea) begin        
            RAM[addra] <= #2 dina;      
        end   
    end
    always @(posedge clka) begin  
        if (wea) begin              
            douta <= #1 dina;      
        end   
        else    
            douta <= #1 RAM[addra];  
    end
    task load_data(
        input [511:0] file_name
    );
        $readmemh(file_name, RAM);
    endtask
endmodule
==> run.sh <==
#!/bin/bash
# OpenROAD 26Q1-2900-gdf79404cd8, Yosys 0.63+post, stock flow scripts
make -C /OpenROAD-flow-scripts/flow DESIGN_CONFIG=/design/flow/config.mk WORK_HOME=/design/flow/orfs finish
==> impl_table.tex <==
% Synthesis and place-and-route results
\begin{tabular}{lr}
\hline
Metric & Value \\
\hline
\multicolumn{2}{l}{\textbf{Outcome}} \\
\quad Outcome & finished clean \\
\multicolumn{2}{l}{\textbf{Final layout}} \\
\quad Largest register FFs & 512 \\
\quad Registers with the most flip-flops & RAM: 512 flops \\
\quad Most common library cell in the layout ignoring fill and taps & edfxtp\_1 \\
\quad Growth of design area from synthesis to finish & 16.2\% \\
\quad Most flops, register & RAM \\
\quad Most common logic cells in the final layout & 512 x edfxtp\_1, 128 x mux4\_2, 69 x clkdlybuf4s50\_1, 64 x a22oi\_1, 53 x clkbuf\_16 \\
\quad Fraction of final layout cells sized beyond drive strength 1 & roughly 26\% \\
\multicolumn{2}{l}{\textbf{Die}} \\
\quad Total number of placement rows & 80 \\
\quad X dimension of the die & 222 um \\
\quad Chip Area & 49100 sq um \\
\quad Initial cell density of the core & about 40\% \\
\quad IO Pins & 98 \\
\quad CORE AREA & about 48000 sq um \\
\quad Die Y-Extent & 222 um \\
\multicolumn{2}{l}{\textbf{Yosys}} \\
\quad Count of mapped cells out of synthesis & around 810 \\
\quad Number of standard cells reported by yosys & about 810 \\
\quad Synth Seq Share & 80.1\% \\
\quad Synth warn & 1 \\
\quad Cell Area, Synth & roughly 19000 sq um \\
\quad Chip area in the Yosys report & 19300 sq um \\
\quad Mean cell area of the mapped netlist & 23.8 sq um \\
\quad Number of synthesized register bits & roughly 520 \\
\quad Number of library cell types mapped by synthesis & 18 \\
\multicolumn{2}{l}{\textbf{Setup path}} \\
\quad Critical-path maximum fanout & 36 \\
\quad Worst setup path category & reg2out \\
\quad Kind of end point of the critical path & output port \\
\quad Critical path startpoint category & register \\
\quad Arrival time of data at the critical path endpoint & 3520 ps \\
\quad Data required time at the worst endpoint & 9040 ps \\
\multicolumn{2}{l}{\textbf{Timing}} \\
\quad Unrepaired setup endpoints after global routing & no \\
\quad Post-route setup slack & 5520 ps \\
\quad Max-slew violations & 0 \\
\quad Worst-margin pin slew & 820 ps \\
\quad Relative max-transition margin & 45.2\% \\
\quad Part of the cycle the worst path needs & 51.2\% \\
\quad Number of endpoints failing setup at the final stage & 0 \\
\quad Final hold vios & 0 \\
\quad Crit path time final & 5780 ps \\
\quad Peak Freq & roughly 0.17 GHz \\
\quad Total negative slack for setup checks & 0 ps \\
\multicolumn{2}{l}{\textbf{Detailed routing}} \\
\quad N\_diodes & 0 \\
\quad Wire length per cell & 24.9 um \\
\quad Number of nets with antenna violations after detailed routing & 0 \\
\quad DR DRC count & 0 \\
\quad Met2 Routed Length & 17.5 mm \\
\quad Routed wire length & 39.0 mm \\
\quad Iteration-0 DRC count of the detailed router & 607 \\
\quad Wire length on met1 & $\sim$14 mm \\
\quad Highest routed metal layer & met5 \\
\quad Via count & between 8000 and 9000 \\
\quad DRT Pass-1 Iters & 6 \\
\quad DR vias/cell & $\sim$5.5 \\
\quad Total length of routed met3 wires & between 6 and 7 mm \\
\multicolumn{2}{l}{\textbf{Clocking}} \\
\quad TritonCTS Buffers & approximately 50 \\
\quad Quantity of hold-fixing buffers added after cts & 0 \\
\quad Longest Clk Path Bufs & 3 \\
\quad Resized Gates After CTS & 0 \\
\quad CTS tree & yes \\
\quad Number of clock sinks & 516 \\
\quad CTS clock-pin slew for the worst setup and hold paths & $\sim$60 ps \\
\quad Root Buffer Master & clkbuf\_16 \\
\quad Post-CTS setup buffers & 0 \\
\quad Number of H-tree levels & 2 \\
\multicolumn{2}{l}{\textbf{Job}} \\
\quad Total tool warning count & 53 \\
\quad Max Cap Viol & 0 \\
\multicolumn{2}{l}{\textbf{Power and ir drop}} \\
\quad Peak supply drop & 0.128 mV \\
\quad Leakage & approximately 7.0 nW \\
\quad Final Power & 3.91 mW \\
\quad Power per standard cell area & 174 nW/um\^{}2 \\
\multicolumn{2}{l}{\textbf{Hold path}} \\
\quad Path category of the worst min-delay check & in2reg \\
\multicolumn{2}{l}{\textbf{GRT}} \\
\quad Maximum number of pins on one net before global-route repair & 64 \\
\quad All-layer global routing usage & a little under a fifth \\
\quad Initial antenna violation count & 2 \\
\quad GR Overflow Total & 0 \\
\quad Via count of the first global-routing pass & 9699 \\
\quad First-pass GRT wire length & 58.9 mm \\
\multicolumn{2}{l}{\textbf{Placed design}} \\
\quad Total of buffers placed on input and output ports & 69 \\
\quad Worst setup slack before clock tree synthesis & $\sim$6000 ps \\
\quad RePlAce Congestion & 0.753 \\
\quad DPL Wire Length & 19.3 mm \\
\hline
\end{tabular}
==> path summary, 6_finish.rpt <==
kind                  depth (start not counted)  slack [ps]  startpoint        end
worst max-delay path                          5        5520    register  douta[20]
worst min-delay path                          1        2240    addra[2]   register
==> through the flow <==
stage / hold slack, ps / utilization, % / instances / area (sq um)
after floorplan: 2290 / - / 810 / 19300
after global placement: 2840 / 43.8 / 1478 / 20900
after detailed placement: 2820 / 43.8 / 1478 / 20900
after CTS: 2210 / 47.1 / 1569 / 22400
after global routing: 2240 / 47.1 / 1569 / 22400
final: 2240 / 47.1 / 1569 / 22400
==> worst max-delay path, cell delays in order, from the launching register on <==
cell,delay [ps]
dfxtp_4,750
buf_4,710
mux4_2,600
a22oi_1,270
nand2_1,140
clkdlybuf4s50_1,440
==> layout make-up <==
type / count / area (sq um)
Sequential cell: 516 / 15500
Tap cell: 615 / 769
Clock inverter: 25 / 139
Timing Repair Buffer: 96 / 906
Multi-Input combinational cell: 251 / 3750
Clock buffer: 66 / 1400
Fill cell: 3850 / 25200
==> cells by family (layout without fill, tap and decap cells) <==
kind of cell           after synthesis  count (layout)  synth area share (%)
muxes                              128             128                  14.9
and+or+nand+nor                     59              59                  1.31
DFF                                516             516                  80.1
AOI/OAI and AO/OA                   64              64                  2.49
buffers and inverters               43             187                  1.15
==> synth_stat cells, drive strengths merged <==
master / count / area (sq um)
buf: 26 / 159
or3b: 1 / 8.76
nor2: 13 / 48.8
nand3: 1 / 5.00
nand2: 33 / 124
dfxtp: 4 / 80.1
nand2b: 2 / 12.5
nor3: 4 / 20.0
and2: 1 / 6.26
clkbuf: 17 / 63.8
a22oi: 64 / 480
mux4: 128 / 2880
nor2b: 2 / 12.5
edfxtp: 512 / 15400
nand3b: 2 / 15.0
==> layer usage <==
metal,GRT usage [%],up-vias
met2,24.5,596
met5,0,-
li1,-,3698
met3,14.0,48
met1,25.5,4357
met4,2.60,4
==> power breakdown <==
group | switching [mW] | leakage [nW] | internal [mW] | total, mW
clock network | 0.666 | 0.753 | 0.886 | 1.55
registers | 0.0137 | 4.66 | 2.14 | 2.16
logic | 0.102 | 1.54 | 0.0971 | 0.199
total | 0.782 | 6.96 | 3.13 | 3.91
Power and IR drop assume default switching activity.
